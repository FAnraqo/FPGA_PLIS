File: flow/config.mk
export PLATFORM = sky130hd
export DESIGN_NAME = decoding
export DESIGN_NICKNAME = decoding
export VERILOG_FILES = /design/flow/design.v
export SDC_FILE = /design/flow/constraint.sdc
export NUM_CORES = 4
export LEC_CHECK = 1
export CORE_AREA = 10 10 70 70
export DIE_AREA = 0 0 80 80
File: flow/constraint.sdc
current_design decoding

set clk_period 1.8
set clk_io_pct 0.2

create_clock -name clk0 -period $clk_period [get_ports {clk}]

set non_clock_inputs [all_inputs -no_clocks]
set_input_delay [expr $clk_period * $clk_io_pct] -clock clk0 $non_clock_inputs
set_output_delay [expr $clk_period * $clk_io_pct] -clock clk0 [all_outputs]
File: flow/design.v
module decoding
  (
    input reset,
    input clk,
    input reg [0:6] byte_in,
    input reg ready,
    output reg [0:3] bits_out
  );
  reg [20:0] verification_matrix;
  reg [0:2] syndromes;
  reg [2:0] cnt_2;
  logic ready_tmp;
  logic error;
  initial begin
    verification_matrix = 21'b110110010110100111001;
    cnt_2 = 0;
  end
  always @(posedge clk)
  begin
    if (reset) begin
      bits_out <= 0;
      ready_tmp <= 1;
      error <= 0;
      cnt_2 <= 0;
    end else  begin
          if (ready_tmp == 1 && ready == 1) begin
            error <= (byte_in[0] ^ byte_in[1] ^ byte_in[3] ^ byte_in[4]) | (byte_in[0] ^ byte_in[2] ^ byte_in[3] ^ byte_in[5]) | (byte_in[1] ^ byte_in[2] ^ byte_in[3] ^ byte_in[6]);
            bits_out[0] <= byte_in[0] ^ ((byte_in[0] ^ byte_in[1] ^ byte_in[3] ^ byte_in[4]) & (byte_in[0] ^ byte_in[2] ^ byte_in[3] ^ byte_in[5]) & ~(byte_in[1] ^ byte_in[2] ^ byte_in[3] ^ byte_in[6]));
            bits_out[1] <= byte_in[1] ^ ((byte_in[0] ^ byte_in[1] ^ byte_in[3] ^ byte_in[4]) & ~(byte_in[0] ^ byte_in[2] ^ byte_in[3] ^ byte_in[5]) & (byte_in[1] ^ byte_in[2] ^ byte_in[3] ^ byte_in[6]));
            bits_out[2] <= byte_in[2] ^ (~(byte_in[0] ^ byte_in[1] ^ byte_in[3] ^ byte_in[4]) & (byte_in[0] ^ byte_in[2] ^ byte_in[3] ^ byte_in[5]) & (byte_in[1] ^ byte_in[2] ^ byte_in[3] ^ byte_in[6]));
            bits_out[3] <= byte_in[3] ^ ((byte_in[0] ^ byte_in[1] ^ byte_in[3] ^ byte_in[4]) & (byte_in[0] ^ byte_in[2] ^ byte_in[3] ^ byte_in[5]) & (byte_in[1] ^ byte_in[2] ^ byte_in[3] ^ byte_in[6]));
          end
        end
  end
endmodule
File: flow/run.sh
#!/bin/bash
# OpenROAD 26Q1-2900-gdf79404cd8, Yosys 0.63+post, stock flow scripts
make -C /OpenROAD-flow-scripts/flow DESIGN_CONFIG=/design/flow/config.mk WORK_HOME=/design/flow/orfs finish
==> Changelog: implementation <==
## Flow update

* FMAX at 582 MHz
* Clock Sinks at 4
* Crit path DRT at between 1.5 and 2 ns
* Reg with most FFs: bits_out
* CP Max Fanout at 4
* Worst rel slew slack at roughly four fifths
* Die area at 6400 um2
* Post-Syn Instances at about 67
* Final period utilization at 95.4%
* Share of layout cells above drive strength 1 at 20.0%
* Area Overhead vs Synth at 51.1%
* Detail Placement HPWL at between 1 and 1.5 mm
* CTS Root Cell: clkbuf_4
* Placed Instance Area at 776 um2
* Synth Warn # at 1
* Cts bufs inserted at 3
* Final setup viols at 0
* Final Skew at 0 ns
* Row count at 21
* Routed WL per cell at 9.60 um
* Total power at 0.000404 W
* First-pass GRT wire length at 2.29 mm
* Input/output buffers at 13
* WP data arrival at 1.82 ns
* Worst-path clk slew at around 0.040 ns
* DRT iter0 DRCs at 14
* Grt ovf at 0
* Flip-flop count of the largest register after layout at 4
* Fin. Hold Viols at 0
* Top flop regs: bits_out (4)
* Via count at 535
* Setup TNS at 0 ns
* Startpoint types: primary input
* CTS max path bufs at 2
* DRT antenna net count at 0
* Max H-tree Level at 1
* Synthesized cell area at about 530 um2
* Post-synth seq share at approximately 15%
* Status: completed
* Pleak at 0.289 nW
* Worst slew pin tran at 0.306 ns
* Critical path capture point type: register
* CTS tree: built
* GP Congestion at 0.814
* Crit path time final at roughly 1.7 ns
* Crit path kind: in2reg
* HP Class: reg2reg
* Final Max Tran Viols at 0
* Chip Area, Yosys at 529 um2
* Synthesized area per cell at between 7 and 8 um2
* Yosys cell count at 67
* All-Layer GR Usage at 4.18%
* Die height at 80 um
* Seq cells post-synth at 4
* Max cap viols at 0
* Initial antenna violation count at 0
* Die outline width at 80 um
* Latency at later pin at 0.23 ns
* Design area at 800 um2
* Antenna cells at 0
* Core area at 3420 um2
* Tool Warnings at 25
* I/O Pins at 14
* Vias in the first global route at 542
* Worst IR Drop VDD at about 130 uV
* Residual DRC at 0
* Via density per instance at 3.93
* Fp_density at 15.5%
* RSZ-0062 raised after global routing: no
* 1st-pass router iterations at 4
* Most common logic cells in the final layout: clkdlybuf4s50_1 (13), buf_4 (13), xnor2_1 (9), nand3_1 (9), xor2_1 (7)
* Yosys cell types at 22
* Final wirelength at roughly 1.3 mm
* Largest net degree at the start of global routing at 8
* Pwr Density at 505 nW/um2
## metal layers
layer  wire, um  part of all wire (%)  global-route usage, %
met1        656                    50                   5.95
met2        520                    40                   5.94
met5          0                     0                      0
met3        120                   9.2                   1.25
met4          8                  0.61                   1.06
## cell type report
type | instances | area, um2
multi-input combinational | 56 | 408
inverter | 1 | 3.75
timing repair buffer | 26 | 228
sequential | 4 | 80.1
fill | 394 | 2620
tap | 46 | 57.6
clock buffer | 3 | 22.5
## synth_stat cells
master,count,area share [%]
clkbuf_1,2,1.4
nor2_1,3,2.1
buf_4,2,2.8
inv_1,1,0.71
xor2_1,7,12
buf_6,1,2.1
nand2b_1,1,1.2
xnor2_1,9,15
a21oi_1,3,2.8
xnor2_2,1,3.1
a2111oi_0,1,1.7
nor3_1,5,4.7
nand2_1,3,2.1
o32ai_1,1,1.7
xor2_4,1,5.2
dfxtp_1,4,15
or3b_1,1,1.7
nand3_1,9,8.5
o211ai_1,3,4.3
buf_2,1,0.94
nor3b_1,6,8.5
nand3b_1,2,2.8
## cells by family (layout without fill, tap and decap cells)
| kind of cell | count (synthesis) | in the layout | synth area share (%) |
|---|---|---|---|
| compound gates | 8 | 8 | 10.4 |
| xor+xnor | 18 | 18 | 34.8 |
| buf+inv | 7 | 30 | 8.04 |
| flops | 4 | 4 | 15.1 |
| simple gates | 30 | 30 | 31.7 |
## timing repair
item	4_1_cts	5_1_grt
gates resized	0	1
buffers inserted	0	0
hold buffers	0	0
setup endpoints to repair	0	1
## per-stage QoR
stage | util [%] | hold slack, ns | cells | setup WS, ns
4_1_cts | 23.4 | 0.688 | 136 | 0.0788
3_5_place_dp | 22.7 | 0.672 | 133 | -0.168
6_report | 23.4 | 0.680 | 136 | 0.0830
5_1_grt | 23.4 | 0.728 | 136 | 0.00549
2_1_floorplan | - | 0.586 | 67 | 0.319
3_3_place_gp | 22.7 | 0.649 | 133 | -0.152
## path summary, 6_finish.rpt
kind | cells after the start | endpoint | start | slack (ns)
min | 3 | bits_out[1] | bits_out[1] | 0.68
max | 5 | bits_out[2] | byte_in[1] | 0.08
min reg2reg | 3 | bits_out[1] | bits_out[1] | 0.68
max reg2reg | 3 | bits_out[2] | bits_out[2] | 0.88
## worst max-delay path, cell delays in order
cell and delay, ns:
clkdlybuf4s50_1 0.49, xnor2_1 0.31, xnor2_2 0.18, o32ai_1 0.12, or3b_1 0.37
## where the power goes
group | internal, W | switching [W]
sequential | 0.000101 | 0.00000565
combinational | 0.000107 | 0.0000825
clock | 0.0000743 | 0.0000332
total | 0.000283 | 0.000121
Power figures rest on the tool's default switching activity, not on a simulated workload.
