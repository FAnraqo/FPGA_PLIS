## ./design.v

```verilog
module encoding
  (
    input reset,
    input clk,
    input active,
    input reg [0:3] bits_in,
    output reg [0:6] byte_out,
    output reg ready
  );
  logic ready_tmp;
  reg [2:0] cnt_2;
  always @(posedge clk)
  begin
    if (reset) begin
      byte_out <= 0;
      ready_tmp <= 0;
      ready <= 0;
      cnt_2 <= 0;
    end else  begin
          if (active)begin
            ready_tmp <= 1;;
          end
          if (ready_tmp == 1) begin
            byte_out[0] <= bits_in[0];
            byte_out[1] <= bits_in[1];
            byte_out[2] <= bits_in[2];
            byte_out[3] <= bits_in[3];
            byte_out[4] <= bits_in[0] ^ bits_in[1] ^ bits_in[3];
            byte_out[5] <= bits_in[0] ^ bits_in[2] ^ bits_in[3];
            byte_out[6] <= bits_in[1] ^ bits_in[2] ^ bits_in[3];
            ready <= 1;
            cnt_2 <= cnt_2 + 1;
            if (cnt_2 == 3) begin
              ready_tmp <= 0;
              ready <= 0;
              cnt_2 <= 0;
            end
          end
        end
  end
endmodule
```

## ./run.sh

```bash
#!/bin/bash
# OpenROAD 26Q1-2900-gdf79404cd8, Yosys 0.63+post, stock flow scripts
make -C /OpenROAD-flow-scripts/flow DESIGN_CONFIG=/design/flow/config.mk WORK_HOME=/design/flow/orfs finish
```

## ./config.mk

```make
export PLATFORM = sky130hd
export DESIGN_NAME = encoding
export DESIGN_NICKNAME = encoding
export VERILOG_FILES = /design/flow/design.v
export SDC_FILE = /design/flow/constraint.sdc
export NUM_CORES = 4
export LEC_CHECK = 1
export CORE_AREA = 10 10 77 77
export DIE_AREA = 0 0 87 87
```

## ./constraint.sdc

```tcl
current_design encoding

set clk_period 2.3
set clk_io_pct 0.2

create_clock -name clk0 -period $clk_period [get_ports {clk}]

set non_clock_inputs [all_inputs -no_clocks]
set_input_delay [expr $clk_period * $clk_io_pct] -clock clk0 $non_clock_inputs
set_output_delay [expr $clk_period * $clk_io_pct] -clock clk0 [all_outputs]
```

==> ci_impl_report.md <==
### Metrics collected by this job

| Metric | Value |
|---|---|
| Slew of the pin with the lowest slew margin | slightly below 0.6 ns |
| Area of the multi-input gates | between 200 and 250 µm² |
| Post-synth cell types | 21 |
| Post-synthesis instance total | 51 |
| Standby leakage power | around 0.00026 µW |
| CTS root buffer | sky130_fd_sc_hd__clkbuf_8 |
| End point of the critical path | byte_out[6] |
| Part of the total power dissipated in sequential elements | between 40% and 50% |
| Maximum clock path buffer count | 2 |
| Post-Syn Area | around 500 µm² |
| Run status | finished, final reports clean |
| Via count of the first global-routing pass | approximately 430 |
| Total number of clock tree sinks | 12 |
| Clock network latency to the later pin of the worst-skew pair | roughly 0.23 ns |
| Count of placed standard cells including taps | roughly 120 |
| CP startpoint | bits_in[3] |
| Final worst-path setup slack | 0.718 ns |
| Die extent in x | around 87 µm |
| Worst Path Required | roughly 2.4 ns |
| Startpoint of the worst-slack reg-to-reg timing path | ready_tmp |
| YS chip area | roughly 500 µm² |
| Worst r2r path cells | 2 |
| Type of origin of the critical path | input port |
| Area taken by flip-flops and latches | between 200 and 250 µm² |
| Iter 0 DRT Violations | 11 |
| Setup violators final | 0 |
| TritonCTS clock tree | built |
| Floorplan Core Area | around 0.0044 mm² |
| Clock-pin transition on the worst setup and hold timing paths | roughly 0.050 ns |
| Relative contribution of the clock network to total power | a little under two fifths |
| Port Buffers | 14 |
| Arrival time of the worst setup path | between 1.5 and 2 ns |
| Largest stage delay on the critical path | 0.47 ns |
| Number of diodes | 0 |
| Number of buffers created by CTS | 3 |
| Crit-path slowest cell | sky130_fd_sc_hd__clkdlybuf4s50_1 |
| Final period demand of the worst path | approximately 1.6 ns |
| Half-perimeter wire length after detailed placement | roughly 960 µm |
| Average size of a mapped cell | 9.76 µm² |
| Cell chain of the critical path | clkdlybuf4s50_1, xor2_1, and4bb_1, or3_1 |
| Net Sw Power | slightly above 100 µW |
| Remaining Overflow, GRT | 0 |
| Min-Delay Path Class | reg -> reg |
| Final hold vios | 0 |
| Maximum number of pins on one net before global-route repair | 20 |
| Total wire length | between 1 and 1.5 mm |
| Slack of the worst reg-to-reg path | ~1.1 ns |
| Worst max-slew margin expressed relative to the limit | between 60% and 70% |
| Average wire length per cell after detail routing | 9.89 µm |
| Peak ir drop on the vdd network | 0.000161 V |
| Number of vias in the routed layout | roughly 410 |
| Maximum net fanout on the critical path | 4 |
| Share of cells above drive strength 1 | under 10% |
| Unrepaired setup endpoints after global routing | no |
| Number of antenna violations at the first check in global routing | 0 |
| Yosys synthesis warning count | 1 |
| GRT Overall Usage | under 10% |
| Die extent in y | roughly 87 µm |
| CTS H-tree depth | 1 |
| Power share of the combinational group | a little over an eighth |
| Filler-free cell count of the finished design | around 120 |
| Synth-to-layout area growth | 48.2% |
| Residual antenna-violating net count after detailed routing | 0 |
| Iteration count of the initial detailed-routing pass | 2 |
| Internal portion of total power | approximately 380 µW |
| Total of hold buffers inserted after clock tree synthesis | 0 |
| End of the worst register-to-register path | byte_out[6] |
| Total chip power | ~480 µW |
| Resized cells post-CTS | 0 |
| Number of DRC violations after detailed routing | 0 |
| Pwr/cell area | around 650 mW/mm² |
| Initial Utilization | 11.4% |
| Number of maximum-capacitance constraint violations | 0 |
| Post-CTS setup repair buffer count | 0 |
| Category of the critical setup timing path | in -> reg |
| Post-Route Skew | about 0.0038 ns |
| Source of the worst hold timing path | cnt_2[2] |
| Via density per instance | about 3.4 |
| FILL cells | 464 |
| Placer's final routability congestion estimate | ~0.70 |
| Rows | 24 |
| IO Count | 15 |
| Yosys Instances | roughly 51 |
| Cell types with the largest area share after synthesis | sky130_fd_sc_hd__dfxtp_1 (48%), sky130_fd_sc_hd__nand2b_1 (7.5%), sky130_fd_sc_hd__mux2i_1 (6.0%), sky130_fd_sc_hd__o221ai_1 (3.5%), sky130_fd_sc_hd__xor2_1 (3.5%) |
| Number of pins with negative max-slew slack in the final report | 0 |
| Area of the die | between 0.007 and 0.008 mm² |
| Worst slack after detailed placement | 0.472 ns |
| Seq share, synth | about half |
| Warning total across the stage logs | 25 |
| Library cell occupying the most area in the post-synthesis netlist | sky130_fd_sc_hd__dfxtp_1 |
| Max-area cell share | between 40% and 50% |
| Critical path capture point type | flop |
| Switch share | a little over a fifth |
| First-pass GRT wire length | between 1.5 and 2 mm |
| Post-route clock period utilization | 68.8% |
| Maximum clock rate | ~630 MHz |
| Total negative setup slack | 0 ns |
| Register bit total from synthesis | 12 |
## synth_stat cells
| master | count |
|---|---|
| sky130_fd_sc_hd__ha_1 | 1 |
| sky130_fd_sc_hd__o221ai_1 | 2 |
| sky130_fd_sc_hd__or3_1 | 1 |
| sky130_fd_sc_hd__inv_1 | 1 |
| sky130_fd_sc_hd__nand2b_1 | 6 |
| sky130_fd_sc_hd__nand3b_1 | 2 |
| sky130_fd_sc_hd__a21oi_1 | 3 |
| sky130_fd_sc_hd__xor2_1 | 2 |
| sky130_fd_sc_hd__buf_2 | 2 |
| sky130_fd_sc_hd__a211oi_1 | 1 |
| sky130_fd_sc_hd__mux2i_1 | 3 |
| sky130_fd_sc_hd__nand3_1 | 1 |
| sky130_fd_sc_hd__dfxtp_1 | 12 |
| sky130_fd_sc_hd__and4bb_1 | 1 |
| sky130_fd_sc_hd__nor2_1 | 3 |
| sky130_fd_sc_hd__clkbuf_1 | 1 |
| sky130_fd_sc_hd__nand2_1 | 3 |
| sky130_fd_sc_hd__a31oi_1 | 1 |
| sky130_fd_sc_hd__nor3_1 | 1 |
| sky130_fd_sc_hd__o21a_1 | 2 |
| sky130_fd_sc_hd__nor3b_1 | 2 |
## worst min path at each step
stage / cells after the start / end
CTS: 2 / cnt_2[2]
global route: 1 / ready
finish: 2 / cnt_2[2]
## cell families after synthesis
kind of cell,synth area share (%)
mux,6.03
buf+inv,3.52
simple gates,23.9
flops,48.2
fa+ha+maj,2.51
compound gates,12.3
xor+xnor,3.52
## flip-flops by register name, indices dropped and copies added (netlist names)
name       cells
byte_out       7
cnt_2          3
ready          1
ready_tmp      1
## layer usage
layer / track usage (%) / wire [µm] / share of wire, %
met1: 3.31 / 491 / 42
met2: 4.60 / 513 / 44
met3: 2.55 / 162 / 14
met4: 0.442 / 0 / 0
met5: 0 / 0 / 0
## per-stage QoR
stage | instance area, µm² | utilization (%) | hold WS (ns)
final | 738 | 17.0 | 0.459
after global routing | 738 | 17.0 | 0.495
after CTS | 738 | 17.0 | 0.462
after floorplan | 498 | - | 0.418
after global placement | 697 | 16.0 | 0.437
after detailed placement | 697 | 16.0 | 0.447
## cell type report
cell class	count	share of cell area (%)
clock buffers	3	5.59
inverters	1	0.508
multi-input cells	35	32.5
flip-flops and latches	12	32.5
well taps	52	8.81
repair buffers	15	20.0
## cell usage in the layout (no fill, tap or decap)
cell / synthesis / layout
sky130_fd_sc_hd__a211oi_1: 1 / 1
sky130_fd_sc_hd__a21oi_1: 3 / 3
sky130_fd_sc_hd__a31oi_1: 1 / 1
sky130_fd_sc_hd__and4bb_1: 1 / 1
sky130_fd_sc_hd__buf_4: 0 / 1
sky130_fd_sc_hd__clkbuf_8: 0 / 3
sky130_fd_sc_hd__clkdlybuf4s50_1: 0 / 14
sky130_fd_sc_hd__dfxtp_1: 12 / 12
sky130_fd_sc_hd__ha_1: 1 / 1
sky130_fd_sc_hd__inv_1: 1 / 1
sky130_fd_sc_hd__mux2i_1: 3 / 3
sky130_fd_sc_hd__nand2_1: 3 / 3
sky130_fd_sc_hd__nand2b_1: 6 / 6
sky130_fd_sc_hd__nand3_1: 1 / 1
sky130_fd_sc_hd__nand3b_1: 2 / 2
sky130_fd_sc_hd__nor2_1: 3 / 3
sky130_fd_sc_hd__nor3_1: 1 / 1
sky130_fd_sc_hd__nor3b_1: 2 / 2
sky130_fd_sc_hd__o21a_1: 2 / 2
sky130_fd_sc_hd__o221ai_1: 2 / 2
sky130_fd_sc_hd__or3_1: 1 / 1
sky130_fd_sc_hd__xor2_1: 2 / 2
## power groups by stage
stage	registers, µW	logic [µW]	clock network, µW
4_1_cts	235	65.6	190
5_1_grt	238	70.7	199
6_report	235	64.4	183
## worst max-delay path, delay by kind of cell
| kind | cells | cell delay (ns) |
|---|---|---|
| xor gates and xnor gates | 1 | 0.22 |
| and+or+nand+nor | 2 | 0.55 |
| buffers and inverters | 1 | 0.47 |
No activity file was given, so power comes from the tool's default toggle rates.
