**constraint.sdc**
```tcl
current_design input_encoding

set clk_period 4.2
set clk_io_pct 0.2

create_clock -name clk0 -period $clk_period [get_ports {clk}]

set non_clock_inputs [all_inputs -no_clocks]
set_input_delay [expr $clk_period * $clk_io_pct] -clock clk0 $non_clock_inputs
set_output_delay [expr $clk_period * $clk_io_pct] -clock clk0 [all_outputs]
```
**config.mk**
```make
export PLATFORM = sky130hd
export DESIGN_NAME = input_encoding
export DESIGN_NICKNAME = input_encoding
export VERILOG_FILES = /design/flow/design.v
export SDC_FILE = /design/flow/constraint.sdc
export NUM_CORES = 4
export LEC_CHECK = 1
export CORE_AREA = 10 10 90 90
export DIE_AREA = 0 0 100 100
```
**design.v**
```verilog
module input_encoding
  (
    input reset,
    input clk,
    input active,
    input mode,
    input busy,
    input reg [0:7] byte_in,
    output reg [0:3] bits_out,
    output reg ready
  );
  reg [0:7]temp_byte;
  reg ready_tmp;
  reg wait_out;
  reg cnt_1;
  reg cnt_2;
  reg [0:5]cnt_5;
  always @(posedge clk)
  begin
    if (reset) begin
      bits_out <= 0;
      ready_tmp <= 0;
      wait_out <= 0;
      ready <= 0;
      cnt_1 <= 0;
      cnt_2 <= 0;
      cnt_5 <= 0;
    end else  begin
          if (active && ~ mode) begin
            ready_tmp <= 1;
          end
          if (ready_tmp && ~ wait_out && ~ cnt_2)begin
            temp_byte <= byte_in;
            cnt_1 <= 1;
          end
          if (cnt_1) begin
            if (~ wait_out) begin
              if (cnt_5 == 1) begin
                bits_out <= {temp_byte[0:$size(temp_byte)-5]};
                temp_byte <= {temp_byte[$size(temp_byte)-4:$size(temp_byte)-1], 4'b0000};
                cnt_2 <= cnt_2 + 1;
              end
              ready <= 1;
            end
            cnt_5 <= cnt_5 + 1;
            if (cnt_5 == 1) begin
              ready <= 0;
              wait_out <= 1;
            end
            if (cnt_5 == 42 && ~ busy) begin
              wait_out <= 0;
              cnt_5 <= 0;
              cnt_1 <= 0;
            end
            if (~wait_out && cnt_2) begin
              ready_tmp <= 0;
            end
          end
          if (~wait_out && cnt_2) cnt_1 <= 1;
        end
  end
endmodule
```
**run.sh**
```bash
#!/bin/bash
# OpenROAD 26Q1-2900-gdf79404cd8, Yosys 0.63+post, stock flow scripts
make -C /OpenROAD-flow-scripts/flow DESIGN_CONFIG=/design/flow/config.mk WORK_HOME=/design/flow/orfs finish
```
==> flow_summary_export.csv <==
group,metric,value,unit
clocking,ctsResizeCount,0,
global_routing,grt_antenna_before_repair,0,
clocking,cts_tree,"done",
sta,relSlewSlack,54.4,%
sta,rsz0062_at_grt,"no",
global_routing,grt_usage,3.99,%
job,openroad.warnings,27,
synth,synth_stat.cells,100,
setup_path,r2r_slack,2.11,ns
cells_and_area,drive_gt1_share,13.7,%
setup_path,end_kind,"register",
power,p_per_area,330,nW/um^2
route,wl_met3,204,um
placement,dp.cells,190,
route,route.met2.wl,832,um
worst_hold_path,hp-start,"bits_out[2]",
route,via_count,733,
global_routing,grt_pass1_vias,732,
clocking,cts-hold-fix-buffers,0,
placement,io_buffers,17,
setup_path,critPathArrivalTime,2.11,ns
sta,clock_skew,0.00561,ns
synth,syn-mean-instance-area,11.0,um^2
setup_path,rr_startpoint,"cnt_5[5]",
clocking,cts_num_sinks,23,
cells_and_area,post_layout_nonfiller_instances,194,
die,row_count,29,
synth,synthDominantCellAreaShare,27.4,%
setup_path,critPathKind,"reg2reg",
placement,placed_area,1320,um^2
job,cap_violations,0,
synth,yosysWarningCount,1,
route,diodes,0,
synth,ys_area,1100,um^2
synth,area_leaders,"dfxtp_1 27%, edfxtp_1 22%, mux2i_1 7.3%",
sta,slew_viol_final,0,
die,ios,18,
route,drtIter0Drc,35,
route,first_pass_iters,4,
setup_path,worstRegToRegCells,4,
synth,ys.flop_type,"dfxtp_1",
sta,finalSetupViolations,0,
sta,fmax,478,MHz
synth,syn_area,1100,um^2
setup_path,startpoint_type,"register",
synth,synth_top_cell_by_count,"dfxtp_1",
status,outcome,"completed",
placement,place_hpwl,1.46,mm
power,peakVddDrop,191,uV
clocking,clk_pin_slew_worst_paths,0.08,ns
synth,ys_types,31,
clocking,cts_setup_buffers,0,
route,routed_via_density,3.78,
cells_and_area,fillCellCount,681,
sta,period_minus_slack,2.09,ns
synth,synth-seq-cells,23,
die,die_h,100,um
cells_and_area,area_delta_synth_final,24.9,%
sta,hold_viol_final,0,
clocking,h-tree-depth,1,
placement,gp_congestion,0.821,
sta,tightest_slew,0.683,ns
clocking,cts_root_buffer,"clkbuf_8",
placement,dp_slack,1.93,ns
global_routing,grt_first_pass_wirelength,3.33,mm
setup_path,crit_required,4.22,ns
route,wl_met1,977,um
sta,fin_crit_sh,49.8,%
global_routing,gr-total-overflow,0,
synth,yosysTopAreaCell,"dfxtp_1",
clocking,cts_buffer_depth,2,
route,route.top_layer_used,"met4",
clocking,clk_latency,0.26,ns
route,drc_errors,0,
synth,synth_seq_share,49.3,%
route,ant_nets,0,
clocking,cts_buffers,3,
die,initCoreUtil,17.5,%
sta,tns,0,ns
worst_hold_path,holdPathEnd,"bits_out[2]",
power,leakagePower,0.489,nW
sta,worst_slack,2.11,ns
route,wl_per_cell,10.4,um
die,core-area,6280,um^2
setup_path,reg2reg_to,"temp_byte[0]",
synth,synthCells,100,
synth,edf_count,8,
synth,async_flop_share,0,%
cells_and_area,design_area,1370,um^2
die,dieArea,10000,um^2
route,wl,2.02,mm
synth,synthTopCellsByCount,"15 x dfxtp_1, 11 x nor2_1, 10 x nand2_1",
global_routing,grt_start_max_net_pins,19,
setup_path,critPathMaxFanout,13,
worst_hold_path,worstHoldPathCells,2,
worst_hold_path,hold_class,"reg2reg",
die,die_w,100,um
[final cells by class]
type / instances / area [um^2] / share of cell area [%]
clock buffer: 3 / 41.3 / 3.01
clock inverter: 1 / 5.00 / 0.365
inverter: 3 / 11.3 / 0.822
multi-input combinational: 69 / 498 / 36.3
sequential: 23 / 541 / 39.5
tap: 77 / 96.3 / 7.03
timing repair buffer: 18 / 178 / 13.0
[power by group]
part           internal (mW)  leakage [nW]  switching (mW)
Clock                 0.0661        0.0255          0.0689
Combinational         0.0366         0.263          0.0233
Sequential             0.247         0.200          0.0107
[kinds of logic (layout without fill, tap and decap cells)]
group,count (synthesis),in the layout,share of synthesized area [%]
AND/OR/NAND/NOR,34,34,15.5
flip-flops,23,23,49.3
multiplexers,17,17,17.2
AND-OR/OR-AND,11,11,6.04
buffers and inverters,8,25,5.36
XOR/XNOR,4,4,3.19
adder cells (fa/ha/maj),3,3,3.42
[through the flow]
step / power, mW / hold slack (ns) / utilization [%]
floorplan: 0.301 / 0.420 / -
global placement: 0.323 / 0.452 / 21.1
detailed placement: 0.323 / 0.457 / 21.1
CTS: 0.461 / 0.471 / 21.8
global route: 0.476 / 0.488 / 21.8
finish: 0.452 / 0.470 / 21.8
[routing by layer]
layer | up-vias | track usage, %
li1 | 379 | -
met4 | 0 | 0.217
met1 | 330 | 5.35
met5 | - | 0
met3 | 2 | 1.87
met2 | 22 | 6.07
[critical path, cell delays in order (launching register included)]
cell	delay (ns)
dfxtp_1	0.42
ha_1	0.18
nor3b_2	0.21
and3_1	0.64
mux2_2	0.40
[worst max path at each step]
stage / end / cells past startpoint / startpoint / slack (ns)
after global routing: temp_byte[3] / 4 / cnt_5[5] / 1.98
final: temp_byte[0] / 4 / cnt_5[5] / 2.11
after CTS: temp_byte[0] / 4 / cnt_5[5] / 2.10
[cell usage in the layout (no fill, tap or decap), drive strengths merged, types with 2 or more instances in the layout]
| cell type | count |
|---|---|
| a21oi | 3 |
| a31oi | 2 |
| and3 | 2 |
| clkbuf | 3 |
| clkdlybuf4s50 | 17 |
| dfxtp | 15 |
| edfxtp | 8 |
| ha | 3 |
| inv | 3 |
| mux2 | 9 |
| mux2i | 8 |
| nand2 | 10 |
| nand4 | 2 |
| nor2 | 12 |
| nor2b | 3 |
| nor3b | 2 |
| o21ai | 3 |
| xor2 | 3 |
[state kept, by name, indices dropped and copies added, names as in the netlist]
register   flops
wait_out       1
cnt_2          1
temp_byte      8
ready          1
ready_tmp      1
cnt_1          1
bits_out       4
cnt_5          6
Power and IR drop assume default switching activity.
